--- flow/config.mk ---
export PLATFORM = sky130hd
export DESIGN_NAME = ejer3
export DESIGN_NICKNAME = ejer3
export VERILOG_FILES = /design/flow/design.v
export SDC_FILE = /design/flow/constraint.sdc
export NUM_CORES = 4
export LEC_CHECK = 1
export CORE_AREA = 10 10 70 70
export DIE_AREA = 0 0 80 80
--- flow/constraint.sdc ---
current_design ejer3

set clk_period 2.0
set clk_io_pct 0.2

create_clock -name clk0 -period $clk_period [get_ports {clk}]

set non_clock_inputs [all_inputs -no_clocks]
set_input_delay [expr $clk_period * $clk_io_pct] -clock clk0 $non_clock_inputs
set_output_delay [expr $clk_period * $clk_io_pct] -clock clk0 [all_outputs]
--- flow/design.v ---
module FLIPflop (input clk, reset, D,
            output reg Q);
        always @ (posedge clk or posedge reset)begin
            if (reset) begin
                Q <= 1'b0;
            end
            else begin
                Q <= D;
            end
        end
endmodule
module  ejer1(input A, B, clk, reset, output wire Q, output wire [1:0] S2, F2);
wire S0, S1, F0, F1;
        assign  F0 = (~S1 & ~S0 & A);
        assign F1 = (S0 & B) | (S1 & A & B);
        FLIPflop U1(clk, reset, F0, S0);
        FLIPflop U2(clk, reset, F1, S1);
        assign Q = (S1 & ~S0 & A & B);
        assign S2 = {S1, S0};
        assign F2 = {F1, F0};
endmodule
module ejer3 (input A, clk, reset,
output Y3, Y2, Y1,
output wire [2:0]F3, S3);
wire S0, S1, S2, F0, F1, F2;
assign F0 = ~S0;
assign F1 = (~S1 & ~S0 & ~A) | (S1 & S0 & ~A) | (S1 & ~S0 & A) | (~S1 & S0 & A);
assign F2 = (S2 & S1 & ~A) | (S2 & ~S0 & A) | (S2 & ~S1 & S0) | (~S2 & ~S1 & ~S0 & ~A) | (~S2 & S1 & S0 & A);
FLIPflop  C0(clk, reset, F0, S0);
FLIPflop  C1(clk, reset, F1, S1);
FLIPflop  C3(clk, reset, F2, S2);
assign S3 = {S2, S1, S0};
assign F3 = {F2, F1, F0};
assign Y3 = S2;
assign Y2 = (S2 & ~S1) | (~S2 & S1);
assign Y1 = (S1 & ~S0) | (~S1 & S0);
endmodule
--- flow/run.sh ---
#!/bin/bash
# OpenROAD 26Q1-2900-gdf79404cd8, Yosys 0.63+post, stock flow scripts
make -C /OpenROAD-flow-scripts/flow DESIGN_CONFIG=/design/flow/config.mk WORK_HOME=/design/flow/orfs finish
==> Implementation_results.wiki <==
== Run summary ==
{| class="wikitable"
! Metric !! Value
|-
| Status || completed
|-
| Number of levels in the clock H-tree || 1
|-
| Unrepaired setup endpoints after global routing || false
|-
| Util after Layout || 0.133
|-
| Post-Route Setup TNS || 0 ns
|-
| Post-synthesis async set-or-reset flop share || 1.00
|-
| Placement-stage worst setup slack || -0.0917 ns
|-
| Post-synth area from yosys stat || 278 um^2
|-
| Number of fill cells || 391
|-
| Die width || 80 um
|-
| Delay of the slowest critical-path stage || 0.47 ns
|-
| Die boundary height || 80 um
|-
| Most popular library cell in the synthesized design by count || sky130_fd_sc_hd__ha_1
|-
| Upper clock frequency limit || 524 MHz
|-
| Post-CTS Setup Bufs || 0
|-
| Count of warnings emitted by yosys || 1
|-
| Max_slew headroom || 0.879
|-
| Biggest area consumer among synthesized cells || sky130_fd_sc_hd__ha_1
|-
| Area of the mapped netlist || 278 um^2
|-
| Portion of synthesized cell area occupied by the leading cell type || 0.360
|-
| First DRT Iteration DRCs || 1
|-
| Maxcap violations || 0
|-
| Leading cell types by count after synthesis || sky130_fd_sc_hd__ha_1 (8), sky130_fd_sc_hd__buf_4 (6), sky130_fd_sc_hd__inv_1 (4), sky130_fd_sc_hd__dfrtp_1 (3), sky130_fd_sc_hd__a21oi_1 (2)
|-
| Transition at the pin with the smallest max-transition slack || 0.180 ns
|-
| Overall track demand over capacity in global routing || 0.0264
|-
| Top cells by area || sky130_fd_sc_hd__ha_1 (36%), sky130_fd_sc_hd__dfrtp_1 (27%), sky130_fd_sc_hd__buf_4 (16%)
|-
| Count of flip-flops with a built-in enable after synthesis || 0
|-
| Leakage power total || 0.203 nW
|-
| Routed vias || 218
|-
| Die ar. || 0.00640 mm^2
|-
| GRT Residual Overflow || 0
|-
| Slowest CP cell || sky130_fd_sc_hd__clkdlybuf4s50_1
|-
| Count of antenna diodes in the layout || 0
|-
| Final GP Congestion || 0.649
|-
| Post-route setup slack || 0.0905 ns
|-
| Total length of routed wires || 797 um
|-
| DRC violations left || 0
|-
| Library cell used as clock root buffer || sky130_fd_sc_hd__clkbuf_4
|-
| Ys flops || 3
|-
| Total number of warnings across the stage logs || 32
|-
| Ys cells || 28
|-
| Routed vias/inst || 2.53
|-
| Number of global-route vias before repair || 228
|-
| Min-delay worst type || in -> async
|-
| Insertion delay to the later sink of the worst-skew pair || 0.24 ns
|-
| Core Util at FP || 0.0813
|-
| Proportion of layout cells with a drive suffix above 1 || 0.300
|-
| Iteration tally of the first detailed-router pass || 3
|-
| Critical path data required time || 1.60 ns
|-
| Crit Reg-Reg Startpoint || C1.Q$_DFF_PP0_
|-
| Kind of end point of the critical path || output pin
|-
| Kind of cell with the highest combined delay on the critical path || buffers and inverters
|-
| Worst reg2reg path depth || 5
|-
| VDD IR max || 0.182 mV
|-
| Number of buffers inserted during clock tree synthesis || 3
|-
| Wire length of the first global-routing pass || 1240 um
|-
| Number of buffers added on ports || 11
|-
| Setup slack of the worst register-to-register path || 0.64 ns
|-
| Reg-to-reg endpoint || C3.Q$_DFF_PP0_
|-
| Average routed wire per standard cell || 9.27 um
|-
| Antenna violations before repair || 0
|-
| Worst setup path class || reg -> out
|-
| Final critical path time including I/O delays and setup || 1.91 ns
|-
| Finish-stage setup viols || 0
|-
| Post-placement cell area || 423 um^2
|-
| Standard cell core area || 0.00342 mm^2
|-
| Worst-path fanout max || 4
|-
| Post-cts hold-fix buffer tally || 0
|-
| Maximum root-to-sink buffer count || 2
|-
| Cell Pwr Density || 777 mW/mm^2
|-
| Final number of max-transition violations || 0
|-
| Cell count after synthesis || 28
|-
| Hold violation total from the final report || 0
|-
| Buffering stage count on the worst path with inverters included || 2
|-
| Critical path launch point || C1.Q$_DFF_PP0_
|-
| DRT antenna net count || 0
|-
| Critical-path cell list || inv_1 > ha_1 > clkdlybuf4s50_1
|-
| Crit start category || register
|-
| Design area || 455 um^2
|-
| Distinct cell type count after synthesis || 10
|-
| Dominant flop cell || sky130_fd_sc_hd__dfrtp_1
|-
| Row count || 21
|-
| Sequential area share after synthesis || 0.270
|-
| Final cycle utilization of the critical path || 0.955
|-
| Pin count of the biggest net entering global routing || 7
|-
| Clock transition at the registers of the reported paths || 0.04 ns
|-
| Number of top-level pins || 12
|-
| Mean Syn Cell Area || 9.92 um^2
|-
| Worst clock skew || 0.000268 ns
|-
| Sinks on the clock net || 3
|-
| Data arrival time of the worst path || 1.51 ns
|-
| Sum of net half-perimeters after detailed placement || 650 um
|-
| CTS tree || built
|-
| Area growth from synthesis to layout || 64.0%
|}
-- cells by family after synthesis --
family          synth area share
fa+ha+maj                  0.360
flops                      0.270
simple gates              0.0315
mux                       0.0405
buf+inv                    0.216
compound gates            0.0811
-- how the worst max path moves through the flow --
stage,endpoint,cells after the start,slack (ns)
6_report,Y1,3,0.09
4_1_cts,F3[2],5,-0.02
5_1_grt,F3[1],5,0.001
-- cells in the final DEF (no fill, tap or decap) --
cell                              n
sky130_fd_sc_hd__dfrtp_2          1
sky130_fd_sc_hd__clkdlybuf4s50_1  9
sky130_fd_sc_hd__inv_1            3
sky130_fd_sc_hd__ha_2             1
sky130_fd_sc_hd__clkbuf_2         1
sky130_fd_sc_hd__ha_1             7
sky130_fd_sc_hd__nor2_1           1
sky130_fd_sc_hd__dlygate4sd2_1    1
sky130_fd_sc_hd__inv_2            1
sky130_fd_sc_hd__clkbuf_1         1
sky130_fd_sc_hd__mux2_1           1
sky130_fd_sc_hd__dfrtp_1          2
sky130_fd_sc_hd__buf_4            3
sky130_fd_sc_hd__clkbuf_4         3
sky130_fd_sc_hd__o21ai_2          1
sky130_fd_sc_hd__nor3_1           1
sky130_fd_sc_hd__a21oi_1          2
sky130_fd_sc_hd__a22oi_2          1
-- area by class of cell --
class | instances | area (um^2) | share of cell area
timing repair buffer | 14 | 126 | 0.277
clock buffer | 4 | 26.3 | 0.0577
inverter | 4 | 15.0 | 0.0330
multi-input combinational | 15 | 154 | 0.338
tap | 46 | 57.6 | 0.126
sequential | 3 | 76.3 | 0.168
-- through the flow --
step | std cells | total power [mW] | hold slack [ns]
CTS | 86 | 0.362 | 0.368
global placement | 82 | 0.252 | 0.620
finish | 86 | 0.354 | 0.356
floorplan | 28 | 0.143 | 0.154
detailed placement | 82 | 0.252 | 0.626
global route | 86 | 0.391 | 0.374
-- sequential cells by signal, indices dropped and copies added (netlist names) --
register and cells:
C0.Q 1, C1.Q 1, C3.Q 1
-- what timing repair did --
item	4_1_cts	5_1_grt
gates resized	5	4
setup endpoints to repair	3	1
pin swaps	0	0
-- power breakdown --
group          leakage [nW]  switching (mW)  internal [mW]
clock                0.0150          0.0349         0.0750
combinational         0.151          0.0614          0.105
sequential           0.0365         0.00661         0.0711
-- metal layers --
layer  vias up  GRT usage  wire length (um)
li1        107          -                 -
met1       101     0.0293               337
met2        10     0.0329               298
met3         0     0.0330               162
met4         0          0                 0
met5         -          0                 0
Power is estimated from default activity; no workload was simulated.
