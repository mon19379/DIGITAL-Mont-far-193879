===== /design/flow/config.mk =====
export PLATFORM = sky130hd
export DESIGN_NAME = ROM
export DESIGN_NICKNAME = ROM
export VERILOG_FILES = /design/flow/design.v
export SDC_FILE = /design/flow/constraint.sdc
export NUM_CORES = 4
export LEC_CHECK = 1
export CORE_AREA = 10 10 70 70
export DIE_AREA = 0 0 80 80

===== /design/flow/constraint.sdc =====
current_design ROM

set clk_period 2.0
set clk_io_pct 0.2

create_clock -name clk0 -period $clk_period

set non_clock_inputs [all_inputs -no_clocks]
set_input_delay [expr $clk_period * $clk_io_pct] -clock clk0 $non_clock_inputs
set_output_delay [expr $clk_period * $clk_io_pct] -clock clk0 [all_outputs]

===== /design/flow/design.v =====
module ROM(input wire [6:0]A, output reg[12:0]Y);
  always @(*) begin
    casex(A)
      7'bxxxxxx0: Y = 13'b1000000001000;
      7'b00001x1: Y = 13'b0100000001000;
      7'b00000x1: Y = 13'b1000000001000;
      7'b00011x1: Y = 13'b1000000001000;
      7'b00010x1: Y = 13'b0100000001000;
      7'b0010xx1: Y = 13'b0001001000010;
      7'b0011xx1: Y = 13'b1001001100000;
      7'b0100xx1: Y = 13'b0011010000010;
      7'b0101xx1: Y = 13'b0011010000100;
      7'b0110xx1: Y = 13'b1011010100000;
      7'b0111xx1: Y = 13'b1000000111000;
      7'b1000x11: Y = 13'b0100000001000;
      7'b1000x01: Y = 13'b1000000001000;
      7'b1001x11: Y = 13'b1000000001000;
      7'b1001x01: Y = 13'b0100000001000;
      7'b1010xx1: Y = 13'b0011011000010;
      7'b1011xx1: Y = 13'b1011011100000;
      7'b1100xx1: Y = 13'b0100000001000;
      7'b1101xx1: Y = 13'b0000000001001;
      7'b1110xx1: Y = 13'b0011100000010;
      7'b1111xx1: Y = 13'b1011100100000;
      default: Y = 13'b1000000001000;
    endcase
  end
endmodule

===== /design/flow/run.sh =====
#!/bin/bash
# OpenROAD 26Q1-2900-gdf79404cd8, Yosys 0.63+post, stock flow scripts
make -C /OpenROAD-flow-scripts/flow DESIGN_CONFIG=/design/flow/config.mk WORK_HOME=/design/flow/orfs finish

==> flow_metrics.env <==
# source this file to load flow results
export IMPL_swShare_pct=40.0
export IMPL_met3_length_um=123
export IMPL_drtPass1Iterations=2
export IMPL_seqPwrFrac_pct=0
export IMPL_lay_top_cells="buf_4, clkdlybuf4s50_1, nor2_1"
export IMPL_dr_total_vias=403
export IMPL_fin_hold_ws_ns=1.37
export IMPL_fin_cells=121
export IMPL_cp_end_kind="primary output"
export IMPL_worstHoldEndpoint="Y[12]"
export IMPL_worstSetupStartpointType="input port"
export IMPL_flops=0
export IMPL_critPathMaxStageDelay_ns=0.45
export IMPL_wirelength_um=1210
export IMPL_drv_cap=0
export IMPL_slew_headroom_pct=82.5
export IMPL_cp_cell_sequence="buf_2 > nand2b_4 > and2_1 > o21a_1 > inv_1 > clkdlybuf4s50_1"
export IMPL_drt_iter0_drc=14
export IMPL_final_seq_area_um2=0
export IMPL_nClkBuffers=0
export IMPL_yosys_stat_cells=42
export IMPL_die_area_um2=6400
export IMPL_coreArea_um2=3420
export IMPL_hold_start="A[3]"
export IMPL_rsz0062_at_grt="yes"
export IMPL_fin_crit_sh_pct=97.8
export IMPL_postRouteAntennaNets=0
export IMPL_warning_count=33
export IMPL_gr_usage_all_layers_pct=3.79
export IMPL_grt_pass1_wl_um=1980
export IMPL_area_growth_pct=161
export IMPL_fp_dieH_um=80
export IMPL_layout_top_cell="buf_4"
export IMPL_min_path_cells=6
export IMPL_pwr_share_clk_pct=0
export IMPL_yosysUniqueCellTypes=21
export IMPL_cp_arrival_ns=1.56
export IMPL_p_int_uw=62.5
export IMPL_fp_dieW_um=80
export IMPL_yosysTopAreaCell="nor2_1"
export IMPL_place_area_um2=581
export IMPL_grt_max_degree=7
export IMPL_synth_area_um2=236
export IMPL_yosysTopAreaCellShare_pct=14.3
export IMPL_drc=0
export IMPL_min_path_type="in2out"
export IMPL_ctsHoldBuffers=0
export IMPL_design_area_um2=618
export IMPL_p_sw_uw=41.6
export IMPL_synth_cells=42
export IMPL_crit_type="in2out"
export IMPL_min_period_ns=1.96
export IMPL_max_slew_worst_pin_slew_ns=0.258
export IMPL_fp_util_pct=6.92
export IMPL_placedCellCount=119
export IMPL_p_per_area_nw_per_um2=168
export IMPL_gp_congestion=0.808
export IMPL_diodes=0
export IMPL_fp_row_count=21
export IMPL_overflow=0
export IMPL_io_buffer_count=20
export IMPL_power_leakage_nw=0.277
export IMPL_routed_wl_met2_um=509
export IMPL_antenna_found_initial=0
export IMPL_report_final_slew_viol_count=0
export IMPL_finalSetupViolations=0
export IMPL_ir_drop_mv=0.0259
export IMPL_status="finished, final reports clean"
export IMPL_hold_viol=0
export IMPL_synth_area_top_cells="nor2_1, a21oi_1, nand2_1, o21a_1, nand2b_4"
export IMPL_timing_fmax_mhz=511
export IMPL_ys_seq_share_pct=0
export IMPL_yosys_area_um2=236
export IMPL_yosys_warnings=1
export IMPL_slowest_stage="clkdlybuf4s50_1"
export IMPL_hpwl_um=1010
export IMPL_syn_avg_cell_area_um2=5.63
export IMPL_vias_per_cell=3.33
export IMPL_top_layer="met3"
export IMPL_ios=20
export IMPL_crit_path_max_fanout=5
export IMPL_drive_above_1_share_pct=38.7
export IMPL_wire_per_inst_um=9.96
export IMPL_m1WireLength_um=572
export IMPL_grt_pass1_vias=407
export IMPL_cp_required_ns=1.60
export IMPL_power_frac_comb_pct=100.0
-- cell type report --
cell class         count  area, µm²
fillers              393       2800
repair buffers        37        313
well taps             46       57.6
inverters              3       11.3
multi-input cells     35        236
-- cell usage after synthesis --
| master | number |
|---|---|
| buf_2 | 2 |
| o21a_1 | 2 |
| nand3_1 | 1 |
| or2_1 | 1 |
| nor2_1 | 9 |
| and2_1 | 2 |
| o32ai_1 | 1 |
| or2b_1 | 1 |
| nor2b_1 | 1 |
| nand2_1 | 5 |
| nand2b_4 | 1 |
| mux2i_1 | 1 |
| o311ai_0 | 1 |
| a21oi_1 | 4 |
| clkbuf_2 | 1 |
| nor3_1 | 1 |
| o211a_1 | 1 |
| nor4_1 | 2 |
| o21ai_0 | 1 |
| inv_1 | 3 |
| buf_6 | 1 |
-- power by group through the flow --
stage                 logic (mW)  registers [mW]  clock network (mW)
final                      0.104               0                   0
after CTS                  0.101               0                   0
after global routing       0.115               0                   0
-- metal layers --
layer  vias to the layer above  track usage [%]
met5                         -                0
met1                       185             5.08
met2                        11             6.10
met3                         0             1.25
met4                         0                0
li1                        207                -
-- worst max-delay path, delay by kind of cell --
kind,cells,cell delay (ns)
buffers and inverters,3,0.63
AOI/OAI and AO/OA,1,0.19
and+or+nand+nor,2,0.33
-- worst max path at each step --
stage | from | end | slack, ns
finish | A[6] | Y[3] | 0.04
global route | A[4] | Y[4] | -0.003
CTS | A[0] | Y[2] | 0.04
-- cell families after synthesis --
group / count (synthesis) / synth area share, %
AND-OR/OR-AND: 10 / 28.6
buffers and inverters: 7 / 15.9
multiplexers: 1 / 4.23
AND/OR/NAND/NOR: 24 / 51.3
-- repair_timing --
action | 4_1_cts | 5_1_grt
endpoints found under the setup margin | 13 | 5
gates cloned | 1 | 0
setup buffers | 1 | 0
resized | 32 | 7
endpoints found under the hold margin | 0 | 0
pin swaps | 5 | 5
-- metrics by stage --
step	setup slack (ns)	utilization [%]	power (mW)	setup TNS, ns
after detailed placement	-0.569	17.0	0.0995	-4.52
final	0.0441	18.1	0.104	0
after global placement	-0.546	17.0	0.0994	-4.68
after global routing	-0.00318	18.1	0.115	-0.00732
after CTS	0.0399	17.4	0.101	0
after floorplan	0.515	-	0.0340	0
Power is estimated from default activity; no workload was simulated.
